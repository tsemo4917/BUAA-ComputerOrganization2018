==> design.v <==
`timescale  1ns/1ns
`timescale 1ns / 1ps
module digital_tube(
    input           clk,
    input           reset,
    input           WE,
    input           addr,
    input [31:0]    din,
    output [7:0]    digital_tube2,
    output          digital_tube_sel2,
    output [7:0]    digital_tube1,
    output reg[3:0] digital_tube_sel1,
    output [7:0]    digital_tube0,
    output reg[3:0] digital_tube_sel0,
    output [31:0]   RD
    );
    reg [31:0] count, data_display;
    reg [3:0] signed_bit;
    assign RD = addr ? {28'b0, signed_bit} : data_display;
    wire [3:0] led0, led1;
    assign led0 =   
                digital_tube_sel0[0] ?  data_display[3:0] :
                digital_tube_sel0[1] ?  data_display[7:4] :
                digital_tube_sel0[2] ?  data_display[11:8] :
                digital_tube_sel0[3] ?  data_display[15:12] :
                                        4'b0 ;
    assign led1 =   
                digital_tube_sel1[0] ?  data_display[19:16] :
                digital_tube_sel1[1] ?  data_display[23:20] :
                digital_tube_sel1[2] ?  data_display[27:24] :
                digital_tube_sel1[3] ?  data_display[31:28] :
                                        4'b0 ;
    display_digital tube3_0(
        .din(led0), 
        .reset(reset),
        .dout(digital_tube0)
    );
    display_digital tube7_4(
        .din(led1), 
        .reset(reset),
        .dout(digital_tube1)
    );
    display_digital tube8(
        .din(signed_bit[3:0]),
        .reset(reset),
        .dout(digital_tube2)
    );
    assign digital_tube_sel2 = 1'b1;
    always @(posedge clk) begin
        if (reset) begin
            count <= 0;
            digital_tube_sel0 <= 4'h1;
            digital_tube_sel1 <= 4'h1;
            data_display <= 0;
            signed_bit <= 4'b0;
        end
        else if (WE) begin
            if (addr) begin
                signed_bit[3:0] <= din[3:0];
            end
            else begin
                data_display <= din;
            end
        end
        else begin
            if (count == 32'd200000) begin
                count <= 0;
                case (digital_tube_sel0)
                    4'b0001: digital_tube_sel0 <= 4'b0010;
                    4'b0010: digital_tube_sel0 <= 4'b0100;
                    4'b0100: digital_tube_sel0 <= 4'b1000;
                    default: digital_tube_sel0 <= 4'b0001;
                endcase
                case (digital_tube_sel1)
                    4'b0001: digital_tube_sel1 <= 4'b0010;
                    4'b0010: digital_tube_sel1 <= 4'b0100;
                    4'b0100: digital_tube_sel1 <= 4'b1000;
                    default: digital_tube_sel1 <= 4'b0001;
                endcase
            end
            else begin
                count <= count + 1;
            end
        end
    end
endmodule
`timescale 1ns / 1ps
`timescale 1ns / 1ps
module display_digital(
    input [3:0] din,
    input       reset,
    output [7:0] dout
    );
    assign dout =   reset           ? 8'b10000001 :
                    (din === 4'hF)  ? 8'b10111000   :
                    (din === 4'hE)  ? 8'b10110000   :
                    (din === 4'hD)  ? 8'b11000010   :
                    (din === 4'hC)  ? 8'b10110001   :
                    (din === 4'hB)  ? 8'b11100000   :
                    (din === 4'hA)  ? 8'b10001000   :
                    (din === 4'h9)  ? 8'b10000100 :
                    (din === 4'h8)  ? 8'b10000000:
                    (din === 4'h7)  ? 8'b10001111:
                    (din === 4'h6)  ? 8'b10100000  :
                    (din === 4'h5)  ? 8'b10100100 :
                    (din === 4'h4)  ? 8'b11001100 :
                    (din === 4'h3)  ? 8'b10000110:
                    (din === 4'h2)  ? 8'b10010010  :
                    (din === 4'h1)  ? 8'b11001111  :
                                      8'b10000001 ;
endmodule
==> run.sh <==
#!/bin/bash
# OpenROAD 26Q1-2900-gdf79404cd8, Yosys 0.63+post, stock flow scripts
make -C /OpenROAD-flow-scripts/flow DESIGN_CONFIG=/design/flow/config.mk WORK_HOME=/design/flow/orfs finish
==> config.mk <==
export PLATFORM = sky130hd
export DESIGN_NAME = digital_tube
export DESIGN_NICKNAME = digital_tube
export VERILOG_FILES = /design/flow/design.v
export SDC_FILE = /design/flow/constraint.sdc
export NUM_CORES = 4
export LEC_CHECK = 1
export CORE_UTILIZATION = 50
==> constraint.sdc <==
current_design digital_tube

set clk_period 5.0
set clk_io_pct 0.2

create_clock -name clk0 -period $clk_period [get_ports {clk}]

set non_clock_inputs [all_inputs -no_clocks]
set_input_delay [expr $clk_period * $clk_io_pct] -clock clk0 $non_clock_inputs
set_output_delay [expr $clk_period * $clk_io_pct] -clock clk0 [all_outputs]
==> run summary <==
This note records the results obtained with Yosys and OpenROAD.

Detailed routing
The violation tally recorded at the end of detailed-routing iteration 0 is ~200. The residual DRC count is 0. The wire length per cell after detailed routing is between 10 and 15 um.

The pre-antenna-repair detailed-routing pass consisted of 5 iterations. In the routed layout, each cell is associated on average with a via count of between 5 and 6. The count of antenna diodes in the layout is 0.

The residual antenna-violating net count after detailed routing is 0. The overall routed net length is just over 10000 um. Detailed routing inserted a total of just over 4000 vias.

Setup path
According to the timing report, the arrival time at the worst endpoint equals ~2.7 ns. The startpoint of the worst register-to-register path is count[0]. The critical path class is reg -> out. The data required time at the worst endpoint is 4.00 ns. The cell count of the worst reg-to-reg path is 8. The critical path maximum fanout is 10. The sort of element at the start of the critical path is a register.

Across all register-to-register paths, the minimum setup slack is about 2.7 ns. The critical path capture point type is an output pin. The capturing point of the worst reg2reg path is count[12].

Place
The weighted congestion at the end of routability-driven global placement is between 0.8 and 0.9. The total half-perimeter wirelength after legalization and detailed placement is 7200 um. The placed cell area is ~5300 sq um.

The number of port buffers is about 96.

Finish
The finished cells cover between 5000 and 6000 sq um. In the final layout, the multi-input gates occupy roughly 2600 sq um. The share of layout cells above drive strength 1 is 0.0660. The filler cell count is 689.

The layout report lists the combined flip-flop and latch area as 1520 sq um. The layout overhead on the synthesized area is 27.5%.

Synth
The post-synth count of flops with an enable pin is 0. The area fraction of the largest cell type after synthesis is 0.354. The share of async-settable or async-resettable flops after synthesis is 0. The synthesis-stage register bit count is around 76. Per Yosys stat, the portion of area used by sequential elements is 0.354.

The synthesis report lists the Yosys warning total as 1. Counting every instance in the synthesized netlist gives around 570. In the synthesis report, Yosys lists the chip area as approximately 4300 sq um.

Yosys stat counts roughly 570 cells in the synthesized netlist. In the post-synthesis netlist, the biggest area contributors are sky130_fd_sc_hd__dfxtp_1, sky130_fd_sc_hd__nand2_1, sky130_fd_sc_hd__a21oi_1. The most used flip-flop cell after synthesis is sky130_fd_sc_hd__dfxtp_1. The biggest area contributor in the post-synthesis netlist is sky130_fd_sc_hd__dfxtp_1. A synthesized cell averages 7.48 sq um. The unique cell type count in the Yosys netlist is around 52. The mapped cell area is ~4300 sq um.

Clocking
The later pin in the worst-skew pair is clocked with a latency of 0.35 ns. The cell at the root of the clock tree is sky130_fd_sc_hd__clkbuf_8. The number of buffers created by CTS is 9. TritonCTS built the clock tree. The clock sink count is 76.

Per the repair_timing log after CTS, setup buffers inserted total 0. On the reported timing paths, the clock transition at the registers reads roughly 0.070 ns. The post-cts gate resize count is 0.

The post-cts hold-fix buffer tally is 0. In this run the deepest clock path goes through 2 buffers. The maximum level of the CTS H-tree is 3.

Timing
The final setup violation count is 0. The final count of pins violating max slew is 0. The final setup TNS is 0 ns.

The clock skew after layout is 0.0111 ns. Of the available clock period, the critical path in the final layout requires 0.736. The highest attainable clock frequency is approximately 0.27 GHz. The final period demand of the worst path is approximately 3.7 ns. The headroom to the max-slew limit is 0.503. The most critical hold endpoint after final layout shows a slack of 0.474 ns. The actual transition at the worst max-transition pin is 0.746 ns. The final tally of hold violations is 0. Setup repair after global routing left no endpoint under its margin.

Floorplan
After floorplanning, the die was sized to cover 8960 sq um. The x dimension of the die is approximately 95 um. The initial utilization of the core area, before any placement, comes to 0.520.

between 100 and 150 I/O pins were placed. Row generation in the floorplan step produced 33 rows. The chip height is 94.7 um. The area of the core is ~8300 sq um.

Global route
The wire length of the first global-routing pass is between 15000 and 20000 um. The number of global-route vias before repair came to ~3600. Recorded from the global router log, the overflow total was 0. The overall fraction of global-route tracks in use is 0.242. The pin count of the biggest net entering global routing is slightly above 40. The initial antenna violation count is 0.

Pwr
The highest supply drop recorded on VDD is ~0.14 mV. For this design the static power due to leakage is 0.00196 uW. The report lists the power per cell area as between 200 and 250 nW/um^2.

Run
In this run the maximum-capacitance check reported violations numbering 0. The number of warnings reported in the stage logs is 27.

Status
The run finished with clean final reports.

Min path
The path category of the worst min-delay check is reg -> reg. Looking at hold timing, the worst path starts from data_display[1]. The worst min-delay path endpoint is data_display[1]. The number of instances on the worst hold path is 2.
logic make-up (layout without fill, tap and decap cells):
family,count (synthesis),in the layout,synth area share
AND-OR/OR-AND,105,105,0.150
XOR/XNOR,36,36,0.0734
adder cells (fa/ha/maj),2,2,0.00583
buffers and inverters,44,119,0.0460
flip-flops,76,76,0.354
multiplexers,12,12,0.0297
other,1,4,0.000873
AND/OR/NAND/NOR,298,298,0.340
power breakdown:
group | switching [uW] | internal, uW
registers | 16.7 | 620
clock network | 220 | 325
logic | 68.8 | 85.8
total | 306 | 1030
sequential cells by signal, summed over array words and instances (netlist names):
register / count
signed_bit: 4
data_display: 32
digital_tube_sel1: 4
digital_tube_sel0: 4
count: 32
stage by stage:
step	worst slack, ns	instances	total power (uW)	utilization
after detailed placement	1.33	743	806	0.636
after CTS	1.31	757	1350	0.663
final	1.32	757	1340	0.663
after global placement	1.36	743	804	0.636
after global routing	1.09	757	1400	0.663
after floorplan	2.38	577	730	-
how the worst max path moves through the flow:
stage	from	end	slack (ns)	cells after the start
after CTS	addr	RD[24]	1.31	4
final	digital_tube_sel0[0]	digital_tube0[6]	1.32	6
after global routing	digital_tube_sel0[0]	digital_tube0[3]	1.09	6
synthesized netlist by cell type (all sizes together) (2+ instances only):
cell type    n
nor3         8
a21oi       56
inv          4
xor2        27
clkbuf      26
dfxtp       76
and3         7
nand3       22
xnor2        9
o211ai       4
nand2      106
nand4        8
a31oi        5
mux2i        6
buf         14
a22oi        6
nor4         6
nor2b       36
nor2        72
ha           2
o21ai       14
or2          2
and4         3
a22o         5
nor4b        6
nor3b        2
o221ai       4
o221a        4
mux2         6
and2         6
o21bai       3
nand2b      11
placed cells by master, fill, tap and decap left out, types with 5 or more instances in the layout:
cell / count
sky130_fd_sc_hd__nand2_1: 105
sky130_fd_sc_hd__clkdlybuf4s50_1: 95
sky130_fd_sc_hd__dfxtp_1: 76
sky130_fd_sc_hd__nor2_1: 69
sky130_fd_sc_hd__a21oi_1: 56
sky130_fd_sc_hd__nor2b_1: 34
sky130_fd_sc_hd__xor2_1: 27
sky130_fd_sc_hd__nand3_1: 21
sky130_fd_sc_hd__o21ai_0: 14
sky130_fd_sc_hd__nand2b_1: 11
sky130_fd_sc_hd__xnor2_1: 9
sky130_fd_sc_hd__clkbuf_8: 9
sky130_fd_sc_hd__nand4_1: 8
sky130_fd_sc_hd__and3_1: 7
sky130_fd_sc_hd__nor3_1: 7
sky130_fd_sc_hd__a22oi_1: 6
sky130_fd_sc_hd__mux2i_1: 6
sky130_fd_sc_hd__mux2_2: 6
sky130_fd_sc_hd__nor4b_1: 6
sky130_fd_sc_hd__a31oi_1: 5
sky130_fd_sc_hd__a22o_1: 5
sky130_fd_sc_hd__nor4_1: 5
sky130_fd_sc_hd__buf_4: 5
final cells by class:
type	instances	area share
Clock buffer	9	0.0226
Timing Repair Buffer	101	0.181
Multi-Input combinational cell	457	0.473
Tap cell	105	0.0240
Sequential cell	76	0.278
Clock inverter	5	0.0187
Inverter	4	0.00274
worst max-delay path, stage by stage, from the launching register on:
cell and delay [ns]:
sky130_fd_sc_hd__dfxtp_1 0.47, sky130_fd_sc_hd__or2_0 0.46, sky130_fd_sc_hd__o221ai_1 0.36, sky130_fd_sc_hd__nor2_1 0.30, sky130_fd_sc_hd__a22oi_1 0.13, sky130_fd_sc_hd__a21oi_1 0.15, sky130_fd_sc_hd__clkdlybuf4s50_1 0.48
layer usage:
| layer | GRT usage | wire [um] | vias to the layer above |
|---|---|---|---|
| li1 | - | - | 2092 |
| met1 | 0.371 | 4890 | 1867 |
| met2 | 0.389 | 4820 | 106 |
| met3 | 0.0327 | 462 | 8 |
| met4 | 0.0227 | 91 | 0 |
| met5 | 0 | 0 | - |
Power figures rest on the tool's default switching activity, not on a simulated workload.
