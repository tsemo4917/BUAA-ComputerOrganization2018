==> design/flow/design.v <==
`timescale  1ns/1ns
`timescale 1ns / 1ps
module timer(
    input clk,
    input reset,
    input [3:2] addr,
    input WE,
    input [31:0] din,
    output [31:0] dataOut,
    output IRQ
    );
    reg [3:0] state;
    parameter   IDLE    =   4'b0001,
                LOAD    =   4'b0010,
                CNTING  =   4'b0100,
                INT     =   4'b1000;
    reg [31:0] CTRL, PRESENT, COUNT;
    initial begin
        CTRL    <= 0;
        PRESENT <= 0;
        COUNT   <= 0;
        state   <= IDLE;
    end
    always @(posedge clk) begin
        if (reset) begin
            CTRL    <= 0;
            PRESENT <= 0;
            COUNT   <= 0;
            state   <= IDLE;
        end
        else begin
            if (WE) begin
                state <= IDLE;
                if (addr == 2'b00) begin
                    CTRL    <=  din;
                end
                else if (addr == 2'b01) begin
                    PRESENT <=  din;
                end
                else begin
                    CTRL    <=  32'hXXXX_XXXX;
                    PRESENT <=  32'hXXXX_XXXX;
                end
            end
            else begin
                if (CTRL[2:1] == 2'b00 || CTRL[2:1] == 2'b01) begin
                    case (state)
                        IDLE : begin
                            state <= (CTRL[0] ? LOAD : IDLE);
                        end
                        LOAD : begin
                            if (CTRL[0]) begin
                                COUNT <= PRESENT;
                                state <= (PRESENT == 0 ? INT : CNTING);
                            end
                            else begin
                                state <= IDLE;
                            end
                        end
                        CNTING : begin
                            if (CTRL[0]) begin
                                if (COUNT <= 1) begin
                                    CTRL[0] <= (CTRL[2:1] == 2'b00 ? 1'b0 : CTRL[0]);
                                    state <= INT;
                                    COUNT <= COUNT - 1;
                                end
                                else begin
                                    COUNT <= COUNT - 1;
                                end
                            end
                            else begin
                                state <= IDLE;
                            end
                        end
                        INT : begin
                            if (CTRL[0]) begin
                                COUNT <= PRESENT;
                                state <= (PRESENT == 0 ? INT : CNTING);
                            end
                        end
                        default : 
                            state <= IDLE;
                    endcase
                end
                else begin
                    state <= IDLE;
                end
            end
        end
    end
    assign IRQ = (state == INT) && CTRL[3];
    assign dataOut =    addr == 2'b00 ? CTRL :
                        addr == 2'b01 ? PRESENT :
                        addr == 2'b10 ? COUNT :
                                        32'hXXXX_XXXX;
endmodule
==> design/flow/run.sh <==
#!/bin/bash
# OpenROAD 26Q1-2900-gdf79404cd8, Yosys 0.63+post, stock flow scripts
make -C /OpenROAD-flow-scripts/flow DESIGN_CONFIG=/design/flow/config.mk WORK_HOME=/design/flow/orfs finish
==> design/flow/config.mk <==
export PLATFORM = sky130hd
export DESIGN_NAME = timer
export DESIGN_NICKNAME = timer
export VERILOG_FILES = /design/flow/design.v
export SDC_FILE = /design/flow/constraint.sdc
export NUM_CORES = 4
export LEC_CHECK = 1
export CORE_UTILIZATION = 40
==> design/flow/constraint.sdc <==
current_design timer

set clk_period 4.4
set clk_io_pct 0.2

create_clock -name clk0 -period $clk_period [get_ports {clk}]

set non_clock_inputs [all_inputs -no_clocks]
set_input_delay [expr $clk_period * $clk_io_pct] -clock clk0 $non_clock_inputs
set_output_delay [expr $clk_period * $clk_io_pct] -clock clk0 [all_outputs]
==> flow_summary_export.csv <==
group,metric,value,unit
detailed_routing,ant_nets,0,
final_timing,period_minus_slack,3.462,ns
global_route,track_usage,0.2372,
finish,lay_top_cells,"186 x nand2_1, 100 x dfxtp_1, 93 x a21oi_1",
finish,syn_to_final_growth,20.42,%
critical_path,regToRegStartpoint,"COUNT[8]$_SDFFE_PP0P_",
yosys,synth-main-ff-cell,"dfxtp_1",
die,fp_util,0.4167,
detailed_routing,dr.pass1.iters,5,
global_route,grtUsageMet3,0.04595,
yosys,netlist_area,0.005344,mm²
yosys,syn_inst,737,
finish,mi_logic_area,0.003100,mm²
detailed_routing,drcViolationCount,0,
final_timing,fin_skew,0.006982,ns
finish,stdcell_area,0.006435,mm²
yosys,ys_seq_share,0.3746,
clock_tree,cts_buffers,9,
finish,num-fill-cells,1274,
critical_path,crit_type,"in -> out",
die,die_h,117.6,µm
global_route,grt_util_met2,0.3672,
yosys,ys_top_cells_by_area,"dfxtp_1 37%, nand2_1 13%, a21oi_1 8.9%, mux2i_1 6.0%, o21ai_0 5.1%",
placement,place.gp.congestion,0.8990,
worst_hold_path,holdPathEnd,"CTRL[31]$_SDFFE_PP0P_",
worst_hold_path,hold_start,"CTRL[31]$_SDFFE_PP0P_",
critical_path,arrival,2.58,ns
critical_path,startpoint_type,"primary input",
pwr,cellPowerDensity,301.4,mW/mm²
placement,dp_hpwl,10.46,mm
yosys,top_area_frac,0.3746,
critical_path,worstPathMaxFanout,19,
global_route,grt.busiest_layer,"met2",
pwr,p_leak,2.420,nW
placement,dp_slack,0.9538,ns
placement,portBuffers,69,
finish,layout.cells.most_common,"nand2_1",
final_timing,slew_headroom,0.3295,
clock_tree,cts_sinks,100,
clock_tree,post_cts.repair.setup_buffers,0,
yosys,syn_avg_cell_area,7.251,µm²
critical_path,endpoint_kind,"output port",
finish,final_layout_size_suffix_gt1_frac,0.06162,
clock_tree,clock_path_buffers,2,
detailed_routing,avgViaCountPerCell,5.700,
worst_hold_path,holdPathStages,2,
final_timing,timing.final.hold_violations,0,
final_timing,worstMarginPinSlew,0.9965,ns
clock_tree,cts_root_buf,"clkbuf_16",
clock_tree,hold_buffers,0,
finish,regArea,0.002002,mm²
detailed_routing,drt-wirelength-per-cell,16.34,µm
run,cap_violations,0,
yosys,synth_cell_types,57,
final_timing,slew_violations,0,
final_timing,finalClockPeriodUsage,0.7869,
yosys,synth-warning-count,1,
global_route,antenna_found_initial,0,
die,core_area,0.01282,mm²
die,die_area,0.01383,mm²
worst_hold_path,hold_path.class,"reg -> reg",
critical_path,cp_cell_sequence,"buf_2 -> buf_4 -> mux2i_1 -> o21ai_0 -> clkdlybuf4s50_1",
clock_tree,cts_tree,"yes",
critical_path,worstRegToRegCells,5,
detailed_routing,diodes,0,
yosys,numSynthFlops,100,
placement,detailed_place.area,0.006152,mm²
global_route,grt_pass1_wl,26.16,mm
yosys,edf_count,0,
critical_path,slowest_delay,0.50,ns
critical_path,ff2ff_setup_slack,1.57,ns
final_timing,finalSetupViolCount,0,
global_route,grt_max_degree,50,
global_route,grt_pass1_vias,4963,
detailed_routing,drtIter0Drc,415,
clock_tree,cts.htree.levels,3,
global_route,use_met1,0.3658,
die,io_pins,70,
clock_tree,cts_resized,0,
clock_tree,clock_latency,0.35,ns
clock_tree,path_clk_slew,0.07,ns
final_timing,rsz0062_at_grt,"no",
yosys,ys_area,0.005344,mm²
final_timing,tns,0,ns
final_timing,layout_setup_ws,0.9378,ns
pwr,ir_drop,0.2998,mV
detailed_routing,vias,5421,
detailed_routing,finalWirelength,15.54,mm
critical_path,r2r_end,"COUNT[27]$_SDFFE_PP0P_",
final_timing,clock.fmax,288.8,MHz
die,rows,41,
yosys,largest_area_cell,"dfxtp_1",
critical_path,crit_required,3.52,ns
yosys,ys_async_sr_fraction,0,
die,dieWidth,117.6,µm
run_status,status,"finished, final reports clean",
run,openroad.warnings,26,
global_route,gr-total-overflow,0,
critical_path,slowest_stage,"clkdlybuf4s50_1",
yosys,synth_stat.cells,737,
==> per-stage QoR <==
| stage | utilization | hold slack, ns | cells | total power, mW |
|---|---|---|---|---|
| CTS | 0.5018 | 0.4553 | 951 | 1.958 |
| global placement | 0.4797 | 0.4423 | 935 | 1.188 |
| finish | 0.5018 | 0.4547 | 951 | 1.939 |
| floorplan | - | 0.4357 | 737 | 1.086 |
| global route | 0.5018 | 0.4767 | 951 | 2.023 |
| detailed placement | 0.4797 | 0.4462 | 935 | 1.190 |
==> synth_stat cells, types with 11 or more instances <==
| cell type | n |
|---|---|
| nand2_1 | 186 |
| dfxtp_1 | 100 |
| a21oi_1 | 95 |
| o21ai_0 | 54 |
| clkbuf_1 | 48 |
| mux2i_1 | 32 |
| nor2_1 | 27 |
| nor3_1 | 20 |
| nand3_1 | 19 |
| nor4_1 | 17 |
| nand4_1 | 15 |
| inv_1 | 11 |
==> how the worst max path moves through the flow <==
stage	from	end	slack [ns]	depth (start not counted)
global route	addr[2]	dataOut[14]	0.78	5
finish	addr[2]	dataOut[16]	0.94	5
CTS	addr[2]	dataOut[16]	0.93	5
==> registers in the layout, indices dropped and copies added, names as in the netlist <==
signal,flops
CTRL,32
PRESENT,32
state,4
COUNT,32
==> logic make-up (layout without fill, tap and decap cells) <==
| logic type | Yosys count | after routing | share of synthesized area |
|---|---|---|---|
| mux | 33 | 33 | 0.06205 |
| buf+inv | 68 | 110 | 0.04800 |
| fa+ha+maj | 2 | 2 | 0.004682 |
| simple gates | 324 | 324 | 0.2800 |
| xor+xnor | 3 | 3 | 0.004918 |
| flops | 100 | 100 | 0.3746 |
| compound gates | 207 | 207 | 0.2257 |
==> final cells by class <==
type,count,share of cell area
repair buffers,83,0.1233
clock buffers,15,0.04317
inverters,11,0.006416
well taps,172,0.03344
flip-flops and latches,100,0.3111
clock inverters,1,0.0007778
multi-input cells,569,0.4818
==> power breakdown <==
group,total (mW),internal [mW],leakage (nW),switching [mW]
logic,0.203,0.0936,1.46,0.109
clock network,0.768,0.430,0.140,0.338
registers,0.968,0.938,0.816,0.0301
total,1.94,1.46,2.42,0.477
==> layer usage <==
metal | up-vias | wire length, µm
met5 | - | 0
met1 | 2549 | 7369
met4 | 0 | 138
met3 | 10 | 896
li1 | 2696 | -
met2 | 166 | 7139
==> critical path: cells and delay by family <==
family	cells	cell delay (ns)
compound gates	1	0.20
mux	1	0.12
buf+inv	3	1.38
Power is estimated from default activity; no workload was simulated.
