==> ./design.v <==
`timescale  1ns/1ns
`timescale 1ns / 1ps
module DMDataEXT(
    input [31:0] DMData,
    input [2:0] loadType,
    input [1:0] addr,
    output [31:0] ext32
    );
    wire [7:0] ByteS [3:0];
    wire [15:0] HalfWord [1:0];
    assign {ByteS[3], ByteS[2], ByteS[1], ByteS[0]} = DMData;
    assign {HalfWord[1], HalfWord[0]} = DMData;
    assign ext32 =  loadType == 3'b000     ?   { { 24{ ByteS[addr][7] } }, ByteS[addr]} :
                    loadType == 3'b001    ?   { 24'b0, ByteS[addr]} :
                    loadType == 3'b010     ?   { { 16{ HalfWord[ addr[1] ][15] } }, HalfWord[ addr[1] ]} :
                    loadType == 3'b011    ?   { 16'b0, HalfWord[ addr[1] ]} :
                    loadType == 3'b100     ?   DMData :
                                            32'bx ;
endmodule
==> ./run.sh <==
#!/bin/bash
# OpenROAD 26Q1-2900-gdf79404cd8, Yosys 0.63+post, stock flow scripts
make -C /OpenROAD-flow-scripts/flow DESIGN_CONFIG=/design/flow/config.mk WORK_HOME=/design/flow/orfs finish
==> ./config.mk <==
export PLATFORM = sky130hd
export DESIGN_NAME = DMDataEXT
export DESIGN_NICKNAME = DMDataEXT
export VERILOG_FILES = /design/flow/design.v
export SDC_FILE = /design/flow/constraint.sdc
export NUM_CORES = 4
export LEC_CHECK = 1
export CORE_AREA = 10 10 74 74
export DIE_AREA = 0 0 84 84
==> ./constraint.sdc <==
current_design DMDataEXT

set clk_period 4.0
set clk_io_pct 0.2

create_clock -name clk0 -period $clk_period

set non_clock_inputs [all_inputs -no_clocks]
set_input_delay [expr $clk_period * $clk_io_pct] -clock clk0 $non_clock_inputs
set_output_delay [expr $clk_period * $clk_io_pct] -clock clk0 [all_outputs]
==> impl_metrics.ini <==
; implementation run metrics
[setup_path]
cp.arrival_ns = 2.98
cp-start-kind = input pin
worstSetupPathType = input pin to output pin
worst_ep_required_time_ns = 3.20
end_kind = output pin
path_max_fanout = 8

[power]
p_leak_nw = 0.625
internal_power_mw = 0.132
peakVddDrop_mv = 0.0473
p_switching_mw = 0.0673
clkPwrFrac_pct = 0
finalPower_mw = 0.200
swShare_pct = 33.7
combPwrFrac_pct = 100.0
power_density_nw_per_um2 = 127
p_seq_share_pct = 0

[timing]
tightest_slew_ns = 0.529
slew_headroom_pct = 64.7
fin_setup_tns_ns = 0
layout_min_cycle_time_ns = 3.78
fmax_mhz = 265
worst_slack_ns = 0.224
setup_viol = 0
fin_crit_sh_pct = 94.4
finalHoldViolations = 0
rsz0062_at_grt = no
finalMaxSlewViolations = 0

[final_layout]
area_growth_pct = 89.1
regArea_um2 = 0
fill_cells = 399
clock_buffers = 0
instances_no_fill = 212
flop-count = 0
drive_above_1_share_pct = 9.26

[logic_synthesis]
syn-instance-count = 97
yosys_area_um2 = 830
syn-cell-area_um2 = 830
yosysSeqAreaShare_pct = 0
synth.avg_cell_area_um2 = 8.55
ys_cells = 97
synth_warnings = 1
synth.distinct_cells = 24

[outcome]
outcome = finished, final reports clean

[grt]
antenna_found_initial = 0
grt.overflow.total = 0
grt_usage_pct = 10.8
grt_max_degree = 21
grt_pass1_wl_mm = 6.35
grt_pass1_vias = 1202

[route]
routedWlPerCell_um = 18.5
postRouteAntennaNets = 0
first_pass_iters = 4
drc = 0
wirelength_mm = 3.93
vias_per_cell = 5.16
drtIter0Drc = 78
vias = 1094
n_antenna_cell = 0

[die]
rows = 23
die_h_um = 84
fp_util_pct = 20.9
pin_count = 69
die_w_um = 84
die-area_um2 = 7060
core_um2 = 3970

[placement]
dp_cells = 212
io_buffers = 69
pre_cts_ws_ns = 0.203
routabilityCongestion = 0.851
hpwl_mm = 3.08

[hold_path]
hp-class = input pin to output pin

[clock_tree]
cts_hold_buf = 0
cts_setup_buffers = 0
cts_resized = 0

[job]
warning_count = 32
maxCapViolations = 0
==> worst max-delay path, stage by stage <==
cell	delay (ns)
clkdlybuf4s50_1	0.68
buf_4	0.22
nor2b_1	0.46
a22o_1	0.21
a221o_1	0.15
clkdlybuf4s50_1	0.46
==> layout make-up <==
cell class	instances	area (um^2)	share of cell area, %
Timing Repair Buffer	76	743	47.4
Multi-Input combinational cell	68	696	44.3
Inverter	18	67.6	4.31
Tap cell	50	62.6	3.99
==> layer usage <==
metal / up-vias / global-route usage, % / share of wire [%]
li1: 537 / - / -
met1: 502 / 14.8 / 44
met2: 53 / 16.0 / 44
met3: 2 / 4.53 / 11
met4: 0 / 0.913 / 0.48
met5: - / 0 / 0
==> cell usage in the layout (no fill, tap or decap) <==
cell type and count:
mux2_2 2, a22o_1 7, nor2_1 2, mux4_2 1
buf_4 7, or3_1 1, o22ai_1 16, a31oi_2 1
nor2b_1 2, or2_2 1, o21ai_0 1, nand3b_1 1
o22a_1 15, inv_1 18, mux4_1 7, a221o_1 7
nor3b_4 1, mux2i_2 1, clkdlybuf4s50_1 69, nand2_1 1
o22a_2 1
==> through the flow <==
| step | util [%] | hold slack, ns | area (um^2) |
|---|---|---|---|
| 3_3_place_gp | 39.5 | 2.56 | 1570 |
| 5_1_grt | 39.5 | 2.60 | 1570 |
| 2_1_floorplan | - | 1.66 | 830 |
| 6_report | 39.5 | 2.56 | 1570 |
| 3_5_place_dp | 39.5 | 2.57 | 1570 |
| 4_1_cts | 39.5 | 2.57 | 1570 |
==> logic make-up after synthesis <==
group / after synthesis / share of synthesized area (%)
and+or+nand+nor: 9 / 7.54
AOI/OAI and AO/OA: 48 / 47.1
buffers and inverters: 29 / 16.1
muxes: 11 / 29.3
==> power groups by stage <==
stage / Sequential [mW] / Clock, mW / Combinational, mW
CTS: 0 / 0 / 0.202
global route: 0 / 0 / 0.219
finish: 0 / 0 / 0.200
==> cells in the mapped netlist <==
| library cell | count | area, um^2 |
|---|---|---|
| nor3b_4 | 1 | 18.8 |
| mux2i_2 | 1 | 13.8 |
| mux4_2 | 1 | 22.5 |
| mux2_2 | 2 | 22.5 |
| nor2_1 | 2 | 7.51 |
| a31oi_2 | 1 | 12.5 |
| mux4_1 | 7 | 184 |
| o21ai_0 | 1 | 5.00 |
| clkbuf_4 | 1 | 7.51 |
| o22ai_1 | 16 | 100 |
| or2_2 | 1 | 6.26 |
| o22a_1 | 15 | 131 |
| or3_1 | 1 | 6.26 |
| inv_1 | 18 | 67.6 |
| buf_2 | 2 | 10.0 |
| nand2_1 | 1 | 3.75 |
| nor2b_1 | 2 | 12.5 |
| clkbuf_1 | 5 | 18.8 |
| buf_4 | 1 | 7.51 |
| buf_6 | 2 | 22.5 |
| a22o_1 | 7 | 61.3 |
| nand3b_1 | 1 | 7.51 |
| a221o_1 | 7 | 70.1 |
| o22a_2 | 1 | 10.0 |
==> worst paths after layout <==
check	startpoint	endpoint	cells after the start
worst max-delay path	addr[1]	ext32[12]	6
worst min-delay path	DMData[16]	ext32[16]	4
Power and IR drop assume default switching activity.
